[/design/flow/design.v]
`timescale 1ns / 1ps
module elevator(clk,  reset, BG, BF1, BF2, BF3, reqG, reqF1, reqF2, reqF3, overload, firealarm,
an, seg, door_open, door_closed, prox, FAout, OLout 
);
 input clk, reset, BG, BF1, BF2, BF3, reqG, reqF1, reqF2, reqF3, 
overload, firealarm;
 output reg [1:0] prox;
 output reg OLout, FAout;
 output [6:0] seg;
 output reg door_open , door_closed ;
 output [7:0] an;
 parameter openG = 5'b00000, closedG = 5'b00001, openF1 = 5'b00010, closedF1 = 
 5'b00011, openF2 = 5'b00100, closedF2 = 5'b00101, openF3 = 5'b00110, closedF3 = 
 5'b00111, idle = 5'b01000; 
 parameter OLG = 5'b01001, OLF1 = 5'b01010, OLF2 = 5'b01011, 
 OLF3 = 5'b01100, FAG = 5'b01101, FA1 = 5'b01110, FA2 = 
 5'b01111, FA3 = 5'b10000;
 reg[4:0] state, next_state;
 reg [25:0] counter;
 reg clk1hz;
 reg [17:0] countr;
 reg clk250hz;
 initial begin
 counter = 0;
 clk1hz = 1;
 countr = 0;
 clk250hz = 1;
 end
 always @(posedge clk)
 begin
 if(counter == 49_999999)
 begin counter <= 0;
 clk1hz <= ~clk1hz; 
 end
 else
 begin
 clk1hz <= clk1hz;
 counter <= counter + 1; end
 end
 always@(posedge clk1hz or posedge reset) 
 begin
 if(reset==1)
 state <= idle;
 else
 state <= next_state;
 end
 always @(*)
 begin
 case (state)
 idle: begin
    if (firealarm == 0)
    begin
    if ((BG==1 || reqG==1) & overload == 0)
        next_state = idle;
    else if ((BF1==1 || reqF1==1) & overload == 0)
        next_state = openF1;
    else if ((BF2==1 || reqF2==1) & overload == 0)
        next_state = openF2;
    else if ((BF3==1 || reqF3==1)& overload == 0)
        next_state = openF3;
    else if ((BG==1 || reqG==1) || (BF1==1 || reqF1==1) || (BF2==1 || reqF2==1) || (BF3==1 || reqF3==1) & overload == 1)
        next_state = OLG;
    else
        next_state = idle;
    end
    else
        next_state = FAG;
    end
 openG: begin
    if (firealarm == 0)
    begin
    if ((BG==1 || reqG==1))
        next_state = openG;
    else if ( (BF1==1 || reqF1==1) || (BF2==1 || reqF2==1) || (BF3==1 || reqF3==1)& overload == 0) 
        next_state = closedG;
    else if ((BG==1 || reqG==1) || (BF1==1 || reqF1==1) || (BF2==1 || reqF2==1) || (BF3==1 || reqF3==1) & overload == 1)
        next_state = OLG;
    else
        next_state = openG;
    end
    else
        next_state = FAG;
    end
 closedG: begin
    if (firealarm == 0)
    begin
    if ((BG==1||reqG==1)) 
        next_state = openG;
    else if ((BF1==1 || reqF1==1) || (BF2==1 || reqF2==1) || (BF3==1 || reqF3==1)& overload == 0)
        next_state = closedF1;
    else if ((BG==1 || reqG==1) || (BF1==1 || reqF1==1) || (BF2==1 || reqF2==1) || (BF3==1 || reqF3==1) & overload == 1)
        next_state = OLG;
    else 
        next_state = openG;
    end 
    else
        next_state = FAG;
    end
 openF1: begin
    if(firealarm == 0)
    begin
    if ((BG==1 || reqG==1) & overload == 0)
        next_state = closedF1;
    else if ((BF1==1 || reqF1==1) & overload == 0)
        next_state = openF1;
    else if ((BF2==1 || reqF2==1) & overload == 0)
        next_state = closedF1;
    else if ((BF3==1 || reqF3==1) & overload == 0 )
        next_state = closedF1;
    else if ((BG==1 || reqG==1) || (BF1==1 || reqF1==1) || (BF2==1 || reqF2==1) || (BF3==1 || reqF3==1) & overload == 1)
        next_state = OLF1;
    else
        next_state = openF1;
    end
    else 
        next_state = FA1;
    end
 closedF1: begin
    if (firealarm == 0)
    begin
    if ((BG==1 || reqG==1) & overload == 0)
        next_state = closedG;
    else if ((BF1==1 || reqF1==1) & overload == 0)
        next_state = openF1; 
    else if ((BF2==1 || reqF2==1) & overload == 0)
        next_state = closedF2;
    else if ((BF3==1 || reqF3==1) & overload == 0)
        next_state = closedF2;
    else if ((BG==1 || reqG==1) || (BF1==1 || reqF1==1) || (BF2==1 || reqF2==1) || (BF3==1 || reqF3==1) & overload == 1)
        next_state = OLF1; 
    else
        next_state = openF1 ;
    end
    else
        next_state = FA1;
    end
 openF2: begin
    if(firealarm == 0)
    begin
    if ((BG==1 || reqG==1) & overload == 0)
        next_state = closedF2;
    else if ((BF1==1 || reqF1==1) & overload == 0)
        next_state = closedF2;
    else if ((BF2==1 || reqF2 ==1) & overload == 0)
        next_state = openF2;
    else if ((BF3==1 || reqF3==1) & overload == 0)
        next_state = closedF2;
    else if ((BG==1 || reqG==1) || (BF1==1 || reqF1==1) || (BF2==1 || reqF2==1) || (BF3==1 || reqF3==1) & overload == 1)
        next_state = OLF2;
    else
        next_state = openF2;
    end
    else
        next_state = FA2;
    end
 closedF2: begin
    if (firealarm==0)
    begin
    if ((BG==1 || reqG==1) & overload == 0)
        next_state = closedF1;
    else if ((BF1==1 || reqF1==1) & overload == 0 )
        next_state = closedF1;
    else if ((BF2==1 || reqF2 ==1) & overload == 0 ) 
        next_state = openF2;
    else if ((BF3==1 || reqF3==1) & overload == 0 )
        next_state = closedF3;
    else if ((BG==1 || reqG==1) || (BF1==1 || reqF1==1) || (BF2==1 || reqF2==1) || (BF3==1 || reqF3==1) & overload == 1 )
        next_state = OLF2;
    else
        next_state = openF2;
    end
    else
        next_state = FA2;
    end
 openF3: begin
    if(firealarm == 0)
    begin
    if ((BG==1 || reqG==1) & overload == 0)
        next_state = closedF3;
    else if ((BF1==1 || reqF1==1) & overload == 0) 
        next_state = closedF3;
    else if ((BF2==1 || reqF2 ==1) & overload == 0)
        next_state = closedF3;
    else if ((BF3==1 || reqF3==1) & overload == 0)
        next_state = openF3;
    else if ((BG==1 || reqG==1) || (BF1==1 || reqF1==1) || (BF2==1 || reqF2==1) || (BF3==1 || reqF3==1) & overload == 1)
        next_state = OLF3; 
    else
        next_state = openF3;
    end
    else
        next_state = FA3;
    end
 closedF3: begin
    if(firealarm == 0)
    begin
    if ((BG==1 || reqG==1) & overload == 0)
        next_state = closedF2;
    else if ((BF1==1 || reqF1==1) & overload == 0)
        next_state = closedF2;
    else if ((BF2==1 || reqF2 ==1) & overload == 0)
        next_state = closedF2;
    else if ((BF3==1 || reqF3==1) & overload == 0)
        next_state = openF3;
    else if ((BG==1 || reqG==1) || (BF1==1 || reqF1==1) || (BF2==1 || reqF2==1) || (BF3==1 || reqF3==1) & overload == 1)
        next_state = OLF3;
    else
        next_state = openF3;
    end
    else
        next_state = FA3;
    end   
 OLG: next_state = openG;
 OLF1: next_state = openF1;
 OLF2: next_state = openF2;
 OLF3: next_state = openF3;
 FAG: next_state = openG;
 FA1: next_state = FAG;
 FA2: next_state = FA1;
 FA3: next_state = FA2;
 default : next_state = state;
 endcase
 end
 always @(state)
 begin 
 door_open = 1; door_closed = 0;
 prox = 0;
 FAout = 0;
 OLout = 0;
 case (state)  
 idle: begin 
    door_open = 1; 
    door_closed = 0; 
    prox = 0; 
    FAout= 0 ; 
    OLout = 0; 
    end
 openG: begin 
    door_open = 1; 
    door_closed = 0; 
    prox = 0; 
    FAout = 0; 
    OLout = 0;
    end
 closedG: begin 
    door_open = 0; 
    door_closed = 1; 
    prox =0; 
    FAout = 0; 
    OLout = 0; 
    end
 openF1: begin 
    door_open = 1; 
    door_closed = 0; 
    prox =1; 
    FAout = 0; 
    OLout = 0;
    end
 closedF1: begin 
    door_open = 0; 
    door_closed = 1; 
    prox =1; 
    FAout = 0; 
    OLout = 0;
    end
 openF2: begin 
    door_open = 1; 
    door_closed = 0; 
    prox =2; FAout = 0; 
    OLout = 0;
    end
 closedF2: begin 
   door_open = 0; 
   door_closed = 1; 
   prox =2; 
   FAout = 0; 
   OLout = 0;
 end
 openF3: begin 
    door_open = 1; 
    door_closed = 0; 
    prox =3; 
    FAout = 0; 
    OLout = 0;
    end
 closedF3: begin 
    door_open = 0; 
    door_closed = 1; 
    prox =3; 
    FAout = 0; 
    OLout = 0;
    end
 OLG: begin 
    door_open = 1; 
    door_closed = 0; 
    prox =0; 
    FAout = 0; 
    OLout = 1;
    end
 OLF1: begin 
    door_open = 1; 
    door_closed = 0; 
    prox =1; 
    FAout = 0; 
    OLout = 1;
    end
 OLF2: begin 
    door_open = 1; 
    door_closed = 0; 
    prox =2; 
    FAout = 0; 
    OLout = 1;
    end
 OLF3: begin 
    door_open = 1; 
    door_closed = 0; 
    prox =3; 
    FAout = 0; 
    OLout = 1;
    end
 FAG: begin 
    door_open = 1; 
    door_closed = 0; 
    prox =0; 
    FAout = 1; 
    OLout = 0;
    end
 FA1: begin 
    door_open = 0; 
    door_closed = 1; 
    prox =1; 
    FAout = 1; 
    OLout = 0;
    end
 FA2: begin 
    door_open = 0; 
    door_closed = 1; 
    prox =2; 
    FAout = 1; 
    OLout = 0;
    end
 FA3: begin 
    door_open = 0; 
    door_closed = 1; 
    prox =3; 
    FAout = 1; 
    OLout = 0;
    end
 endcase
 end
 always @(posedge clk)
 begin
 if(countr == 199999)
    begin 
    countr <= 0;
    clk250hz <= ~clk250hz; 
    end
 else
    begin
    clk250hz <= clk250hz;
    countr <= countr + 1;
    end
 end
 reg [3:0] FA_status1, FA_status2, OL_status1, OL_status2, position;
 always @(clk250hz)
 begin 
 position <= prox;
 if(FAout == 1)
    begin
    FA_status1 <= 4'hA;
    FA_status2 <= 4'hF;
    end
 else
    begin
    FA_status1 <= 0;
    FA_status2 <= 0;
    end
 if (OLout == 1)
    begin
    OL_status1 <= 4'h9;
    OL_status2 <= 4'h0;
    end
 else
    begin
    OL_status1 <= 0;
    OL_status2 <= 0;
    end
 end
 seven_segment s7 (.clk(clk), .in0(FA_status1), .in1(FA_status2), 
.in2(), .in3(), .in4(OL_status1), .in5(OL_status2), .in6(), 
.in7(position), .seg(seg), .an(an));
endmodule
module seven_segment(clk,in0, in1, in2, in3,in4,in5,in6,in7,seg,an); 
input [3:0] in0;
input [3:0] in1;
input [3:0] in2;
input [3:0] in3;
input [3:0] in4;
input [3:0] in5;
input [3:0] in6;
input [3:0] in7;
input clk;
wire [6:0] d0, d1, d2, d3, d4, d5, d6, d7;
output reg [6:0] seg;
output reg [7:0] an;
reg [17:0] count;
reg clk250hz;
initial begin
count = 0;
 clk250hz = 1;
end
always @(posedge clk)
begin
 if(count == 199999)
 begin count <= 0;
 clk250hz <= ~clk250hz; end
 else
 begin
 clk250hz <= clk250hz;
 count <= count + 1; end
end
reg [3:0] pstate,next;
initial begin
 pstate = 0;
 next = 0;
end
always @ (posedge clk250hz)
begin
 pstate <= next;
end
always @ (pstate)
begin
 case(pstate)
 0: begin next <= 1; an <= 8'b11111110; seg <= d0; end
 1: begin next <= 2; an <= 8'b11111101; seg <= d1; end
 2: begin next <= 3; an <= 8'b11111011; seg <= d2; end
 3: begin next <= 4; an <= 8'b11110111; seg <= d3; end
 4: begin next <= 5; an <= 8'b11101111; seg <= d4; end
 5: begin next <= 6; an <= 8'b11011111; seg <= d5; end
 6: begin next <= 7; an <= 8'b10111111; seg <= d6; end
 7: begin next <= 0; an <= 8'b01111111; seg <= d7; end
 default: begin next <= 0; an <= 8'b00000000; seg <= 7'b111_1111; end
 endcase
end
segdecoder D0(d0, in0);
segdecoder D1(d1, in1);
segdecoder D2(d2, in2);
segdecoder D3(d3, in3);
segdecoder D4(d4, in4);
segdecoder D5(d5, in5);
segdecoder D6(d6, in6);
segdecoder D7(d7, in7);
endmodule
module segdecoder(out,in); 
output reg [6:0] out;
input [3:0]in;
always @(in)
begin
 case(in)
 0: out = 7'b1000000;
 1: out = 7'b1111001;
 2: out = 7'b0100100;
 3: out = 7'b0110000;
 4: out = 7'b0001101;
 5: out = 7'b0100100;
 6: out = 7'b0000010;
 7: out = 7'b1111000;
 8: out = 7'b0000000;
 9: out = 7'b1000111;  
 10: out = 7'b0001000;  
 11: out = 7'b0000000;
 15: out = 7'b0001110;  
 default: out = 7'b1111111;
 endcase
end
endmodule
[/design/flow/run.sh]
#!/bin/bash
# OpenROAD 26Q1-2900-gdf79404cd8, Yosys 0.63+post, stock flow scripts
make -C /OpenROAD-flow-scripts/flow DESIGN_CONFIG=/design/flow/config.mk WORK_HOME=/design/flow/orfs finish
[/design/flow/config.mk]
export PLATFORM = sky130hd
export DESIGN_NAME = elevator
export DESIGN_NICKNAME = elevator
export VERILOG_FILES = /design/flow/design.v
export SDC_FILE = /design/flow/constraint.sdc
export NUM_CORES = 4
export LEC_CHECK = 1
export CORE_UTILIZATION = 40
[/design/flow/constraint.sdc]
current_design elevator

set clk_period 3.5
set clk_io_pct 0.2

create_clock -name clk0 -period $clk_period [get_ports {clk}]

set non_clock_inputs [all_inputs -no_clocks]
set_input_delay [expr $clk_period * $clk_io_pct] -clock clk0 $non_clock_inputs
set_output_delay [expr $clk_period * $clk_io_pct] -clock clk0 [all_outputs]
==> changes_impl.md <==
### Implementation results

* Maximum fanout along the worst path at 17
* Mapped Area at 3080 sq um
* Hold WC Path Type: flip-flop to flip-flop
* Post-Synth Simple-Gate Area at 0.311
* CP required at 3.43 ns
* CTS tree: done
* Area delta synth->final at 13.7%
* Slack of the worst reg-to-reg path at 1.42 ns
* Setup crit end kind: flip-flop
* EDFF count, synth at 2
* Synth area leader: dfxtp_1
* Core area at 7330 sq um
* Hold_buf cts at 0
* Xor/xnor share at 0.105
* Design area at 3500 sq um
* Unique cell types at 61
* Synth Flop Type: dfxtp_1
* Adder Share, Synth at 0.0284
* Initial drt markers at roughly 120
* Worst Path Buf+Inv at 0
* Ys async rst share at 0.0926
* Mux area share at 0.0163
* Clock Skew at between 0.009 and 0.01 ns
* WS Path Type: flip-flop to flip-flop
* CP arrival at 2.01 ns
* Power per cell area at 244 nW/um^2
* Peak supply drop at 0.225 mV
* Layout fillers at 685
* Worst Max-Slew Pin Slew at 0.666 ns
* Critical path cell sequence: or4b_1 > nor4_1 > and4_1
* RSZ-0062 raised after global routing: no
* Starting Density at 0.420
* Slowest-stage cell, CP: and4_1
* Vias at around 2600
* Postcts setup bufs at 0
* First-pass GRT wire length at 10200 um
* CP peak stage delay at 0.63 ns
* Placed cell area at between 3000 and 4000 sq um
* GRT Overall Usage at 0.151
* Layout cell share with drive strength beyond 1 at 0.0404
* Antenna cells at 0
* Cell area leaders: dfxtp_1 (31%), xor2_1 (6.0%), nor2_1 (5.6%)
* Die ar. at 8050 sq um
* GP Congestion at 0.868
* CP Launch Type: flip-flop
* Synthesized area per cell at 8.23 sq um
* Root buf cell: clkbuf_8
* Initial antenna violation count at 0
* Die width at 89.7 um
* Clk buf depth at 2
* Vias/cell at 5.23
* Insertion Delay late pin at 0.29 ns
* Fin crit period at 2.08 ns
* Yosys aoi share at 0.123
* # port buffers at 32
* Reg area at 1130 sq um
* Cycle use final at 0.593
* CTS H-tree depth at 2
* Avg WL per Cell at approximately 12 um
* Max-slew violation count at 0
* Cells after Synth at 374
* Endpoints left unconstrained at 29
* Hpwl dp at around 4400 um
* Status: complete, no violations
* Dominant comb cell: simple AND/OR/NAND/NOR gates
* Yosys reg bits at about 54
* Final hold violations at 0
* GRT Residual Overflow at 0
* Clock buffer count from CTS at 5
* # rows at 31
* Final setup fails at 0
* Area fraction of the dominant cell type after synthesis at 0.306
* MaxCap Viol Count at 0
* Top delay family on crit path: simple AND/OR/NAND/NOR gates
* Peak Freq at 482 MHz
* Routed Antenna Nets at 0
* Cts repair resizes at 0
* Final design utilization at 0.478
* TNS Setup at 0 ns
* Max_slew headroom at 0.556
* Initial DRT Pass Iterations at 4
* Die height at 89.7 um
* Sequential area share after synthesis at 0.366
* Clock slew at reported path FFs at 0.08 ns
* Yosys chip area at 3080 sq um
* Largest net degree at the start of global routing at 22
* Static Leak at 1.37 nW
* Ys Warns at 15
* Vias in the first global route at around 2200
* Register pins left without a clock at 8
* Residual DRC at 0
* Drt total wl at around 5900 um
* I/O pins at 33
* Tool warning count at 29
* Logic cell area at 1800 sq um
* Cells in synth_stat.txt at 374
## worst paths after layout
check | from | depth (start not counted) | endpoint
setup / recovery | counter[10] | 3 | clk1hz
hold / removal | counter[0] | 1 | counter[0]
setup reg to reg | counter[10] | 3 | clk1hz
hold reg to reg | counter[0] | 1 | counter[0]
## cell usage after synthesis, types with 2 or more instances
cell / n
mux2i_1: 5
dfrtp_1: 4
or3_1: 7
nand4b_1: 2
a21o_1: 2
ha_1: 7
xor2_1: 21
o31ai_1: 4
a22o_1: 2
nand4_1: 4
nor3_1: 11
nor2b_1: 4
nand2b_1: 3
o22ai_1: 3
or2_1: 2
nand3_1: 28
and3_1: 15
buf_6: 2
o211ai_1: 3
o21ai_0: 12
xnor2_1: 16
nor2_1: 46
and4_1: 5
edfxtp_1: 2
o311ai_0: 2
nor3_2: 2
dfxtp_1: 47
a21oi_1: 12
a211oi_1: 2
nor4_1: 6
clkbuf_1: 6
a31oi_1: 8
nand2_1: 35
buf_2: 5
inv_1: 13
## layout make-up
cell class	count	area share
clock buffers	5	0.0197
clock inverters	2	0.00286
inverters	14	0.0150
multi-input cells	289	0.514
flip-flops and latches	54	0.322
well taps	99	0.0354
repair buffers	32	0.0915
## stage by stage
step                      total power, mW  setup WS [ns]  hold WS [ns]  instances
final                               0.855           1.42         0.454        495
after global routing                0.899           1.28         0.479        495
after CTS                           0.872           1.41         0.462        495
after detailed placement            0.572           1.42         0.445        488
after global placement              0.572           1.48         0.435        488
after floorplan                     0.552           1.74         0.417        374
## sequential cells by signal, summed over array words and instances (netlist names)
signal,flops
counter,26
s7.pstate,3
state,5
clk1hz,1
s7.count,18
s7.clk250hz,1
## cell families after synthesis
| group | count (synthesis) |
|---|---|
| DFF | 54 |
| muxes | 5 |
| buffers and inverters | 31 |
| AOI/OAI and AO/OA | 59 |
| xor gates and xnor gates | 37 |
| adders and majority gates | 7 |
| and+or+nand+nor | 181 |
## worst register-to-register path, stage by stage (launching register included)
cell,delay [ns]
dfxtp_1,0.35
or4b_1,0.53
nor4_1,0.21
and4_1,0.63
## cell usage in the layout, fill, tap and decap left out, types with 3 or more instances in the layout
| cell | count |
|---|---|
| nor4_1 | 6 |
| o31ai_1 | 4 |
| nand3_1 | 28 |
| nor2b_1 | 4 |
| nand2_1 | 35 |
| o22ai_1 | 3 |
| nand2b_1 | 3 |
| a21oi_1 | 12 |
| dfxtp_1 | 47 |
| o21ai_0 | 12 |
| xor2_1 | 21 |
| clkdlybuf4s50_1 | 32 |
| xnor2_1 | 16 |
| inv_1 | 13 |
| a31oi_1 | 8 |
| mux2i_1 | 5 |
| ha_1 | 7 |
| and4_1 | 5 |
| or3_1 | 7 |
| and3_1 | 15 |
| o211ai_1 | 3 |
| clkbuf_8 | 5 |
| nor3_1 | 11 |
| nor2_1 | 46 |
| dfrtp_1 | 4 |
| nand4_1 | 4 |
## layer usage
| layer | vias to the layer above | share of wire | global-route usage |
|---|---|---|---|
| met3 | 5 | 0.035 | 0.0215 |
| met1 | 1182 | 0.51 | 0.243 |
| met2 | 39 | 0.45 | 0.225 |
| met5 | - | 0 | 0 |
| li1 | 1363 | - | - |
| met4 | 0 | 0.011 | 0.0232 |
## where the power goes
group | internal [mW] | switching (mW)
Combinational | 0.0157 | 0.0178
Sequential | 0.526 | 0
Clock | 0.134 | 0.161
Power and IR drop assume default switching activity.
